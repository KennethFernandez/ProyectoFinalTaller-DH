<file path="run.sh">
#!/bin/bash
# OpenROAD 26Q1-2900-gdf79404cd8, Yosys 0.63+post, stock flow scripts
make -C /OpenROAD-flow-scripts/flow DESIGN_CONFIG=/design/flow/config.mk WORK_HOME=/design/flow/orfs finish
</file>
<file path="config.mk">
export PLATFORM = sky130hd
export DESIGN_NAME = RecorreRam
export DESIGN_NICKNAME = RecorreRam
export VERILOG_FILES = /design/flow/design.v
export SDC_FILE = /design/flow/constraint.sdc
export NUM_CORES = 4
export LEC_CHECK = 1
export CORE_UTILIZATION = 50
</file>
<file path="constraint.sdc">
current_design RecorreRam

set clk_period 3.1
set clk_io_pct 0.2

create_clock -name clk0 -period $clk_period [get_ports {habilitador}]

set non_clock_inputs [all_inputs -no_clocks]
set_input_delay [expr $clk_period * $clk_io_pct] -clock clk0 $non_clock_inputs
set_output_delay [expr $clk_period * $clk_io_pct] -clock clk0 [all_outputs]
</file>
<file path="design.v">
`timescale 1ns / 1ps
module RecorreRam(habilitador,DireccionRAM,enable,nivel2,nivel3,boton);
	 input habilitador;
	 input enable;
	 input boton;
	 input nivel2,nivel3;
	 output [25:0] DireccionRAM;
	 reg [25:0] DireccionRAMTemp1 = 26'b0;
	 reg [25:0] DireccionRAMTemp2 = 26'b00001010000101111111110000;
	 always @(negedge habilitador) begin 
	 DireccionRAMTemp1 <= ( DireccionRAMTemp1 <= 26'b00001010000101111111110000 & !enable)? 
							DireccionRAMTemp1 + 2 + nivel2 + nivel3: 26'b0;
	end
	always @(posedge habilitador) begin 
	 DireccionRAMTemp2 <= (boton & DireccionRAMTemp2 == 26'b0 & !enable)? 26'b1: 
							    (DireccionRAMTemp2 >= 26'b00000000000000000000000001 &
								  DireccionRAMTemp2 <= 26'b00000000011000000000000000 & !enable)? 
							    DireccionRAMTemp2 + 3 + nivel2 + nivel3: 26'b0;
	end
	assign DireccionRAM = (habilitador)? DireccionRAMTemp2: DireccionRAMTemp1;
endmodule
</file>
==> datasheet_impl.txt <==
Implementation parameters

Parameter                              Value

Die
  Total core area .................. 4880 sq um
  FP Rows .................. 25
  Die ar. .................. 5500 sq um
  Die H .................. 74.2 um
  Init Core Util .................. 53.4%
  Number of primary I/O pins .................. 31
  X dimension of the die .................. around 74 um

Outcome
  Violations in the final reports .................. negative setup slack
  Run status .................. finished, violations left

Final layout
  Leading cell types in the layout, fill and taps excluded .................. sky130_fd_sc_hd__buf_4, sky130_fd_sc_hd__inv_1, sky130_fd_sc_hd__dfxtp_2, sky130_fd_sc_hd__dfxtp_1, sky130_fd_sc_hd__buf_2
  Fraction of final layout cells with drive strength greater than 1 .................. 46.5%
  Most common cell after layout, fill and taps aside .................. sky130_fd_sc_hd__buf_4
  Signed area change from the synthesized netlist to the final layout .................. 57.5%

Power
  Fraction of power consumed by the clock network .................. 71.3%
  Net switching share of the total power .................. 28.1%
  Switching pwr .................. 721 uW
  Share of total power in sequential cells .................. 26.7%
  Peak supply drop .................. 481 uV
  Static leakage .................. ~0.0018 uW
  Internal power .................. 1840 uW
  Power Density .................. around 620 nW/um^2
  Proportion of power drawn by combinational gates .................. 2.0%

Yosys
  Post-synthesis instance area .................. about 2600 sq um
  Count of flip-flops with a built-in enable after synthesis .................. 0
  Mean area per synthesized cell .................. 9.08 sq um
  Main flop type .................. sky130_fd_sc_hd__dfxtp_1
  Synthesis Warnings .................. 1
  Count of different cell masters after synthesis .................. 47
  Post-synthesis sequential element count .................. 52
  Async set or reset register ratio after synthesis .................. 0%
  Synth Instances .................. 287
  Count of instantiated cells in the yosys netlist .................. 287
  Seq share, synth .................. 39.9%
  Yosys chip area .................. 2610 sq um

Route
  Total number of vias .................. 2680
  Detailed-route DRC error count .................. 0
  Antenna Cells .................. 0
  Antenna viol nets, final .................. 0
  Iteration tally of the first detailed-router pass .................. 4
  Routed via count divided by cell count .................. 5.46
  Drt total wl .................. about 7600 um
  Starting DRC count in detailed routing .................. 134
  Post-DR wirelength/cell .................. 15.5 um

Place
  Count of port buffers added during placement .................. 30
  Weighted congestion reported at the end of routability-driven placement .................. 0.899
  Half-perimeter wire length after detailed placement .................. around 4600 um

CTS
  TritonCTS clock tree .................. done
  Register clock-pin slew on the reported worst setup and hold paths .................. 0.11 ns
  Clk latency of the worst-skew pair .. 0.49 ns

Global route
  Met1 track utilization from global routing .................. 37.0%
  GR Util met2 .................. between 30% and 40%
  Initial antenna violation count .................. 0
  Number of global-route vias before repair .................. 2827
  First-pass GRT wire length .................. 11700 um
  Remaining global-route overflow .................. 0
  Global routing usage summed across all routing layers .................. 29.0%
  Busiest layer in global routing .................. met2
  Global Route met3 Usage .................. 14.8%
  Largest net degree at the start of global routing .................. 23

STA
  Worst slack on hold paths .................. 0.572 ns
  Worst-case setup margin in the final layout .................. -0.492 ns
  Normalized max-slew margin .................. 43.0%
  Slew at the pin with the worst max-slew slack .................. 0.853 ns
  Setup TNS .................. -9.05 ns
  Endpoints failing setup .................. 46
  Number of pins with negative max-slew slack in the final report .................. 0
  Final tally of hold violations .................. 0
  Unrepaired setup endpoints after global routing .................. yes
  Max Clock Skew .................. 0.0149 ns

Critical path
  Required time of the worst setup path .................. 1.95 ns
  Setup slack, reg-to-reg .................. 0.59 ns
  Worst setup EP type .................. flop
  Worst Path Arrival .................. between 2 and 2.5 ns
  Number of cells on the worst reg-to-reg path .................. 10
  Startpoint of the lowest-slack register-to-register path .................. DireccionRAMTemp2[0]
  Reg-to-reg critical path endpoint .................. DireccionRAMTemp2[14]
  Maximum fanout along the worst path .................. 3
  Startpoint class of the critical path .................. input pin
  Critical Setup Path Class .................. in2reg

Run
  Max-cap violations .................. 0
  Number of warnings in the stage logs .................. 88

Hold path
  Start point of the worst hold path .................. DireccionRAMTemp2[16]
  Number of cells traversed by the worst hold path .................. 2
  Type of the most critical hold path .................. reg2reg
  Worst Hold Endpoint .................. DireccionRAMTemp2[16]
## layout make-up
cell class | instances | area (sq um)
clock buffers | 47 | 513
clock inverters | 32 | 161
fillers | 274 | 776
inverters | 16 | 70.1
multi-input cells | 219 | 1730
flip-flops and latches | 52 | 1070
well taps | 67 | 83.8
repair buffers | 58 | 475
## sequential cells by signal (all words and copies together) (netlist names)
register,flops
DireccionRAMTemp1,26
DireccionRAMTemp2,26
## cell usage after synthesis (5+ instances only)
cell type | number | area [sq um]
sky130_fd_sc_hd__a21oi_1 | 8 | 40.0
sky130_fd_sc_hd__clkbuf_1 | 8 | 30.0
sky130_fd_sc_hd__dfxtp_1 | 52 | 1040
sky130_fd_sc_hd__ha_1 | 5 | 62.6
sky130_fd_sc_hd__inv_1 | 17 | 63.8
sky130_fd_sc_hd__mux2_2 | 20 | 225
sky130_fd_sc_hd__nand2_1 | 14 | 52.6
sky130_fd_sc_hd__nand3_1 | 9 | 45.0
sky130_fd_sc_hd__nor2_1 | 17 | 63.8
sky130_fd_sc_hd__nor3_1 | 22 | 110
sky130_fd_sc_hd__nor4_1 | 10 | 62.6
sky130_fd_sc_hd__o21ai_0 | 18 | 90.1
sky130_fd_sc_hd__or3_1 | 8 | 50.1
sky130_fd_sc_hd__xnor2_1 | 16 | 140
sky130_fd_sc_hd__xor2_1 | 6 | 52.6
## routing by layer
layer / up-vias / share of wire (%)
li1: 1291 / -
met1: 1268 / 46
met2: 96 / 45
met3: 25 / 7.5
met4: 0 / 2.2
met5: - / 0
## critical path: stages
cell                       delay [ns]
sky130_fd_sc_hd__buf_8           0.07
sky130_fd_sc_hd__inv_4           0.03
sky130_fd_sc_hd__fa_2            0.39
sky130_fd_sc_hd__ha_4            0.17
sky130_fd_sc_hd__nand4b_1        0.19
sky130_fd_sc_hd__or3_4           0.36
sky130_fd_sc_hd__or3_4           0.40
sky130_fd_sc_hd__a211oi_2        0.20
## worst max path at each step
stage / startpoint / end / slack [ns]
finish: nivel2 / DireccionRAMTemp1[20] / -0.49
global route: nivel2 / DireccionRAMTemp1[20] / -0.54
CTS: nivel2 / DireccionRAMTemp1[21] / -0.51
## metrics by stage
step | cell area (sq um) | instances | setup WS [ns] | utilization [%] | power (uW)
floorplan | 2700 | 299 | -0.959 | - | 1020
global placement | 3310 | 421 | -1.57 | 67.9 | 1030
detailed placement | 3310 | 421 | -1.59 | 67.9 | 1030
CTS | 3990 | 486 | -0.513 | 81.8 | 2580
global route | 4100 | 491 | -0.537 | 84.1 | 2690
finish | 4100 | 491 | -0.492 | 84.1 | 2560
## cell families (layout without fill, tap and decap cells)
| family | after synthesis | after routing | synth area share, % |
|---|---|---|---|
| compound gates | 46 | 46 | 11.6 |
| xor+xnor | 22 | 22 | 7.39 |
| fa+ha+maj | 7 | 7 | 3.94 |
| buf+inv | 28 | 153 | 4.37 |
| flops | 52 | 52 | 39.9 |
| mux | 20 | 20 | 8.64 |
| other cells | 1 | 13 | 0.144 |
| simple gates | 111 | 111 | 24.0 |
## power by group through the flow
stage	registers, uW	logic, uW	clock network [uW]
6_report	685	50.6	1830
4_1_cts	685	45.5	1850
5_1_grt	685	54.9	1950
## repair_timing
item	in CTS	in global routing
hold buffers	0	0
gates cloned	0	0
resized	164	16
setup buffers	14	7
pin swaps	15	10
setup endpoints to repair	53	47
Power and IR drop assume default switching activity.
