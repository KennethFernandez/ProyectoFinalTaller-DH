==> flow/design.v <==
`timescale 1ns / 1ps
module Tubo(clk, reset, enable, video_on,presentX,presentY,pixel,
				     maquinaOut,pintar,posicionY, posicionYS,contar);
	input  clk, reset, enable;
	input  video_on;
	input [9:0] presentX;
	input [9:0] presentY;
	input maquinaOut;
	input [9:0] posicionY;
	input contar;
	output [7:0] pixel;
	output pintar;
	output reg [9:0] posicionYS = 0;
	reg cuadrado1 = 0;
	reg cuadrado2 = 0;
	reg cuadrado3 = 0;
	reg cuadrado4 = 0;
	reg cuadrado5 = 0;
	reg [6:0] PuntoFuga = 0;
	parameter cuadro1 = 80;
	parameter cuadro2 = 176;
	parameter cuadro3 = 272;
	parameter cuadro4 = 368;
	parameter cuadro5 = 464;
	parameter colorC1 = 224;
	parameter colorC2 = 28;
	parameter colorC3 = 252;
	parameter colorC4 = 3;
	parameter colorC5 = 248;
	parameter fondoT = 255;
	parameter puntofinal = 480;
	parameter tamano = 64;
	always @(posedge clk) begin 
			posicionYS <= (reset | enable)? posicionY: 
			(contar)? ((posicionYS == puntofinal[9:0])? 10'b0:posicionYS + 1): posicionYS;
			PuntoFuga = (posicionYS == puntofinal[9:0])? 7'b0 :
			((PuntoFuga != tamano[6:0])? PuntoFuga + 1:tamano[6:0]); 
			cuadrado1 = ( presentX > (cuadro1) & presentX <= (cuadro1[9:0] + tamano[9:0])
			         & presentY > (posicionYS) & presentY <= (posicionYS+PuntoFuga))? 1'b1:1'b0;
			cuadrado2 = ( presentX > (cuadro2) & presentX <= (cuadro2[9:0] + tamano[9:0])
			         & presentY > (posicionYS) & presentY <= (posicionYS+PuntoFuga))? 1'b1:1'b0;
			cuadrado3 = ( presentX > (cuadro3) & presentX <= (cuadro3[9:0] + tamano[9:0])
			         & presentY > (posicionYS) & presentY <= (posicionYS+PuntoFuga))? 1'b1:1'b0;
			cuadrado4 = ( presentX > (cuadro4) & presentX <= (cuadro4[9:0] + tamano[9:0])
			         & presentY > (posicionYS) & presentY <= (posicionYS+PuntoFuga))? 1'b1:1'b0;
			cuadrado5 = ( presentX > (cuadro5) & presentX <= (cuadro5[9:0] + tamano[9:0])
			         & presentY > (posicionYS) & presentY <= (posicionYS+PuntoFuga))? 1'b1:1'b0;
	end
	assign pixel = (video_on && maquinaOut)? 
						(pintar && cuadrado1)? colorC1[7:0]:
						(pintar && cuadrado2)? colorC2[7:0]:
						(pintar && cuadrado3)? colorC3[7:0]:
						(pintar && cuadrado4)? colorC4[7:0]:
						(pintar && cuadrado5)? colorC5[7:0]:
						 fondoT[7:0]:fondoT[7:0];
	assign pintar = ((cuadrado1 || cuadrado2 || cuadrado3 || cuadrado4 || cuadrado5) == 1'b1);
endmodule
==> flow/run.sh <==
#!/bin/bash
# OpenROAD 26Q1-2900-gdf79404cd8, Yosys 0.63+post, stock flow scripts
make -C /OpenROAD-flow-scripts/flow DESIGN_CONFIG=/design/flow/config.mk WORK_HOME=/design/flow/orfs finish
==> flow/config.mk <==
export PLATFORM = sky130hd
export DESIGN_NAME = Tubo
export DESIGN_NICKNAME = Tubo
export VERILOG_FILES = /design/flow/design.v
export SDC_FILE = /design/flow/constraint.sdc
export NUM_CORES = 4
export LEC_CHECK = 1
export CORE_AREA = 10 10 113 113
export DIE_AREA = 0 0 123 123
==> flow/constraint.sdc <==
current_design Tubo

set clk_period 5.4
set clk_io_pct 0.2

create_clock -name clk0 -period $clk_period [get_ports {clk}]

set non_clock_inputs [all_inputs -no_clocks]
set_input_delay [expr $clk_period * $clk_io_pct] -clock clk0 $non_clock_inputs
set_output_delay [expr $clk_period * $clk_io_pct] -clock clk0 [all_outputs]
==> changes_impl.md <==
### Metrics

* Drc violations at 0
* Critical Path Source: posicionYS[1]
* Slew headroom at 0.612
* DRC marker count from the first detailed-route iteration at around 73
* Number of placed cells counting well taps at 425
* Worst min path class: flop to flop
* Hold Crit Start: PuntoFuga[0]
* Summed negative setup slack over all endpoints at 0 ns
* Type of element launching the critical path: flop
* Maximum clock frequency at 237 MHz
* Diodes inserted at 0
* Clock buffer count from CTS at 3
* Global-route wire length before repair at 9150 um
* Number of enable flip-flop cells at 10
* Hold Vio Cnt, Final at 0
* Final worst clock skew at 0.00256 ns
* Cell area after synthesis at approximately 2100 sq um
* Fraction of final layout cells sized beyond drive strength 1 at 0.0614
* Max VDD drop at 0.181 mV
* Final non-filler cell total at 429
* Number of H-tree branching levels at 1
* Cell area after placement at between 2000 and 3000 sq um
* Max-capacitance violation count at 0
* CTS sink count at 22
* Aggregate global-route resource usage at 0.0754
* Count of fill cells added during filler insertion at 1076
* YS chip area at ~2100 sq um
* Final worst-path cycle share at 0.780
* Count of unique library cells instantiated by Yosys at roughly 53
* FF-to-FF path depth at 17
* Buffer cell driving the clock tree root: clkbuf_8
* Slew Viols, Final at 0
* Die area at 15100 sq um
* Post-CTS setup repair buffer count at 0
* Worst reg2reg path startpoint: posicionYS[1]
* Number of antenna-violating nets in the routed design at 0
* Data arrival time of the critical path at between 4 and 5 ns
* Number of vias after detailed routing at 1845
* Slew at the pin with the worst max-slew slack at 0.582 ns
* Commonest Layout Cell: clkdlybuf4s50_1
* Input/output buffers at 54
* Final Critical Period at approximately 4.2 ns
* Critical path type: flop to flop
* Number of antenna violations at the first check in global routing at 0
* Number of storage elements in the synthesis netlist at 22
* Ys async rst share at 0
* Post-CTS Resized at 0
* Static Leakage at 1.13 nW
* Unrepaired setup endpoints after global routing: no
* Final Wtd Congestion at between 0.8 and 0.9
* Yosys stat cell total at between 200 and 250
* Endpoints failing setup at 0
* Number of hold buffers added after CTS at 0
* Vias in the first global route at 1850
* GR Overflow Total at 0
* Average wire per cell in the routed design at 13.5 um
* Synth-to-Final Area Change at 35.7%
* Cell Pwr Density at roughly 370 nW/um^2
* Avg Inst Size Synth at 8.66 sq um
* Core occupancy in the finished layout at 0.274
* Top flip-flop cell by instance count after synthesis: dfxtp_1
* Commonest cells after routing, fill and taps aside: clkdlybuf4s50_1 (54), ha_1 (31), nor2_1 (24)
* Core area at a little over 10000 sq um
* Area of all placed cells without fillers at around 2800 sq um
* Post-synthesis sequential area ratio at 0.259
* Yosys warning tally at 1
* Total wire length after detailed routing at a little under 6000 um
* Maximum count of clock buffers along a single path at 2
* Clock slew at the register clock pins of the worst setup and hold paths at approximately 0.09 ns
* Count of cells along the worst hold path at 1
* CTS tree: done
* Critical Path RT at 5.59 ns
* Half-perimeter wire length of the detailed placement result at 4880 um
* I/O pin count at 55
* Maximum number of pins on one net before global-route repair at 18
* Instance count of the mapped netlist at 241
* Status: finished clean
* Die H at 123 um
* Mean number of vias per cell at 4.30
* Crit. End Element: flop
* Row count at 37
* Final hold slack at slightly above 0.5 ns
* Clk latency of the worst-skew pair at 0.27 ns
* Largest fanout on the critical path at 7
* Drt first pass iters at 4
* FP Util at 0.202
* Die outline width at 123 um
* Total tool warning count at 27
[sequential cells by signal, summed over array words and instances (netlist names)]
register    count
posicionYS     10
PuntoFuga       7
cuadrado1       1
cuadrado2       1
cuadrado3       1
cuadrado4       1
cuadrado5       1
[layer usage]
metal	track usage	wire (um)
met5	0	0
met4	0.00291	17
met3	0.0199	261
met2	0.128	2740
met1	0.100	2760
[synth_stat cells, types with 2 or more instances]
| master | n | share of area |
|---|---|---|
| or3_1 | 2 | 0.0060 |
| and3_1 | 2 | 0.0060 |
| inv_2 | 3 | 0.0054 |
| nor3_1 | 9 | 0.022 |
| clkbuf_1 | 2 | 0.0036 |
| and2_1 | 2 | 0.0060 |
| nor4_1 | 2 | 0.0060 |
| ha_1 | 31 | 0.19 |
| dfxtp_1 | 12 | 0.12 |
| edfxtp_1 | 10 | 0.14 |
| inv_1 | 16 | 0.029 |
| a21oi_1 | 8 | 0.019 |
| nor2b_1 | 3 | 0.0090 |
| o21ai_1 | 2 | 0.0048 |
| nand2b_1 | 4 | 0.012 |
| xor2_1 | 5 | 0.021 |
| nand2_1 | 15 | 0.027 |
| a22o_1 | 4 | 0.017 |
| buf_4 | 4 | 0.014 |
| mux2i_1 | 2 | 0.0096 |
| nand3_1 | 14 | 0.034 |
| o31ai_1 | 3 | 0.011 |
| o21ai_0 | 11 | 0.026 |
| xnor2_1 | 15 | 0.063 |
| o41a_1 | 2 | 0.011 |
| nand4_1 | 7 | 0.021 |
| nor2_1 | 24 | 0.043 |
| a21o_1 | 2 | 0.0072 |
[stage by stage]
stage | power [W] | worst slack (ns)
2_1_floorplan | 0.000718 | 1.70
3_3_place_gp | 0.000887 | 1.36
3_5_place_dp | 0.000886 | 1.16
4_1_cts | 0.00105 | 1.15
5_1_grt | 0.00116 | 0.805
6_report | 0.00104 | 1.19
[worst max-delay path, cell delays in order, from the launching register on]
cell and delay, ns:
edfxtp_1 0.49, inv_1 0.17, ha_1 0.17, nand4_1 0.12, nor4_4 0.35, a41o_1 0.25, nor2_1 0.10, ha_1 0.35
nand3_1 0.11, o211ai_2 0.13, o21ai_2 0.15, or4b_1 0.44, o311a_1 0.13, ha_1 0.29, nand4_1 0.15, nor3_1 0.08
o41a_1 0.45, nor3_1 0.20
[layout make-up]
| class | instances | area [sq um] | share of cell area |
|---|---|---|---|
| clock inverter | 1 | 30.0 | 0.0106 |
| tap | 136 | 170 | 0.0601 |
| multi-input combinational | 194 | 1440 | 0.508 |
| inverter | 19 | 71.3 | 0.0252 |
| timing repair buffer | 54 | 541 | 0.191 |
| clock buffer | 3 | 41.3 | 0.0146 |
| sequential | 22 | 541 | 0.191 |
[worst paths after layout]
kind                                      to  slack (ns)
worst max-delay path               cuadrado1        1.19
worst min-delay path            PuntoFuga[0]        0.51
worst max register to register     cuadrado1        1.19
worst min register to register  PuntoFuga[0]        0.51
[cell families (layout without fill, tap and decap cells)]
family / count (synthesis) / in the layout / share of synthesized area
AND/OR/NAND/NOR: 96 / 96 / 0.246
XOR/XNOR: 20 / 20 / 0.0839
adder cells (fa/ha/maj): 32 / 32 / 0.195
multiplexers: 2 / 2 / 0.00959
buffers and inverters: 25 / 77 / 0.0522
flip-flops: 22 / 22 / 0.259
AND-OR/OR-AND: 44 / 44 / 0.154
[power breakdown]
part           switching (W)  internal, W  leakage (nW)
clock              0.0000579    0.0000991        0.0357
sequential         0.0000416     0.000214         0.206
combinational       0.000330     0.000296         0.888
total               0.000429     0.000609          1.13
Power and IR drop assume default switching activity.
