File: flow/constraint.sdc
current_design PmodAD1GGWP

set clk_period 3.3
set clk_io_pct 0.2

create_clock -name clk0 -period $clk_period [get_ports {CLK}]

set non_clock_inputs [all_inputs -no_clocks]
set_input_delay [expr $clk_period * $clk_io_pct] -clock clk0 $non_clock_inputs
set_output_delay [expr $clk_period * $clk_io_pct] -clock clk0 [all_outputs]
File: flow/run.sh
#!/bin/bash
# OpenROAD 26Q1-2900-gdf79404cd8, Yosys 0.63+post, stock flow scripts
make -C /OpenROAD-flow-scripts/flow DESIGN_CONFIG=/design/flow/config.mk WORK_HOME=/design/flow/orfs finish
File: flow/design.v
`timescale 1ns / 1ps
module AD1_Controller(SCLK, CS, DATA1, DATA2, dDATA1, dDATA2);
output reg [15:0] DATA1 = 0;
output reg [15:0] DATA2 = 0;
input wire CS;
input wire SCLK;
input dDATA1;
input dDATA2;
always @(negedge SCLK)begin
	DATA1 = (CS == 0) ? {DATA1[14:0] ,dDATA1} : 16'b0;
	DATA2 = (CS == 0) ? {DATA2[14:0] ,dDATA2} : 16'b0;
end
endmodule
`timescale 1ns / 1ps
module AD1_Informant(clk, calibrate, DATA, soundIndicator, soundLevel
    );
input wire clk;
input wire calibrate;
input wire [15:0] DATA; 
output reg soundIndicator; 
output reg [6:0] soundLevel; 
reg [7:0] threshold = 0; 
reg [7:0] soundLevelTmp;
always @(posedge clk) begin 
	threshold = calibrate == 1 ? DATA[9:2] : threshold;
end
always @(DATA)begin
	if(DATA[9:2] > threshold)begin
		soundIndicator <= (DATA[9:2] - threshold > 5) ? 1 : 0;
		soundLevel <= (DATA[9:2] - threshold > 5) ? (DATA[9:2] - threshold) : 0;
	end
	else begin
		soundIndicator <= 0;
		soundLevel <= 0;
	end
end
endmodule
`timescale 1ns / 1ps
module Clk12_5K(CLK, CLK12_5K
    );
input wire CLK;
output reg  CLK12_5K = 0;
reg [11:0] count = 0;  
always @(posedge CLK) begin
	count <= (count == 3999) ? 0 : count + 13'b1;
	CLK12_5K <= (count == 3999) ? ~CLK12_5K : CLK12_5K;
end
endmodule
`timescale 1ns / 1ps
module MaquinaAD1(SCLK, DATAIn1, DATAIn2, CS, DATA1, DATA2
    );
input SCLK;
input wire [15:0] DATAIn1;
input wire [15:0] DATAIn2;
output reg CS = 1;
output reg [15:0] DATA1 = 0;
output reg [15:0] DATA2 = 0;
reg [3:0] count = 0;
always @(posedge SCLK) begin
	count <= (count == 4'b1111) ? 4'b0 : count + 4'b1;  
	CS = (count == 4'b1111) ? ~CS : CS;  
end
always @(posedge CS)begin
	DATA1 = DATAIn1;
	DATA2 = DATAIn2;
end
endmodule
`timescale 1ns / 1ps
module PmodAD1GGWP(CLK, calibrate1, calibrate2, calibrate3, calibrate4,
			calibrate5, dDATA1, dDATA2, dDATA3, dDATA4, dDATA5, CS1, CS2, CS3,
			CLK12_5K1, CLK12_5K2, CLK12_5K3, led);
input wire CLK;
input wire calibrate1;
input wire calibrate2;
input wire calibrate3;
input wire calibrate4;
input wire calibrate5;
input wire dDATA1;  
input wire dDATA2;  
input wire dDATA3;
input wire dDATA4;
input wire dDATA5;
output wire CS1;
output wire CS2;
output wire CS3;
output wire CLK12_5K1;
output wire CLK12_5K2;
output wire CLK12_5K3;
output wire [4:0] led;
wire soundIndicator1;
wire [7:0] soundLevel1;
wire soundIndicator2;
wire [7:0] soundLevel2;
wire soundIndicator3;
wire [7:0] soundLevel3;
wire soundIndicator4;
wire [7:0] soundLevel4;
wire soundIndicator5;
wire [7:0] soundLevel5;
wire [15:0] DATA1;  
wire [15:0] DATA2;  
wire [15:0] DATA3;
wire [15:0] DATA4;
wire [15:0] DATA5;
wire [15:0] DATA1_temp;  
wire [15:0] DATA2_temp;
wire [15:0] DATA3_temp;
wire [15:0] DATA4_temp;
wire [15:0] DATA5_temp;
wire clk50;
wire [15:0] convertidores;
wire [3:0] dataSieteSegmentos;
wire CLK12_5K;
assign CLK12_5K1 = CLK12_5K;
assign CLK12_5K2 = CLK12_5K;
assign CLK12_5K3 = CLK12_5K;
assign led[4:0] = {soundIndicator5, soundIndicator4, soundIndicator3, soundIndicator2, soundIndicator1};
AD1_Informant ad1_informant_1(.clk(CLK), .calibrate(calibrate1), .DATA(DATA1), .soundIndicator(soundIndicator1), .soundLevel(soundLevel1));
AD1_Informant ad1_informant_2(.clk(CLK), .calibrate(calibrate2), .DATA(DATA2), .soundIndicator(soundIndicator2), .soundLevel(soundLevel2));
AD1_Controller ad1_1(.DATA1(DATA1_temp), .DATA2(DATA2_temp), .CS(CS), .SCLK(CLK12_5K1), .dDATA1(dDATA1), .dDATA2(dDATA2));
MaquinaAD1 mad1_1(.SCLK(CLK12_5K1), .DATAIn1(DATA1_temp), .DATAIn2(DATA2_temp), .CS(CS1), .DATA1(DATA1), .DATA2(DATA2));
AD1_Informant ad1_informant_3(.clk(CLK), .calibrate(calibrate3), .DATA(DATA3), .soundIndicator(soundIndicator3), .soundLevel(soundLevel3));
AD1_Informant ad1_informant_4(.clk(CLK), .calibrate(calibrate4), .DATA(DATA4), .soundIndicator(soundIndicator4), .soundLevel(soundLevel4));
AD1_Controller ad1_2(.DATA1(DATA3_temp), .DATA2(DATA4_temp), .CS(CS), .SCLK(CLK12_5K2), .dDATA1(dDATA3), .dDATA2(dDATA4));
MaquinaAD1 mad1_2(.SCLK(CLK12_5K2), .DATAIn1(DATA3_temp), .DATAIn2(DATA4_temp), .CS(CS2), .DATA1(DATA3), .DATA2(DATA4));
AD1_Informant ad1_informant_5(.clk(CLK), .calibrate(calibrate5), .DATA(DATA5), .soundIndicator(soundIndicator5), .soundLevel(soundLevel5));
AD1_Controller ad1_3(.DATA1(DATA5_temp), .DATA2(), .CS(CS), .SCLK(CLK12_5K3), .dDATA1(dDATA5), .dDATA2(0));
MaquinaAD1 mad1_3(.SCLK(CLK12_5K3), .DATAIn1(DATA5_temp), .DATAIn2(0), .CS(CS3), .DATA1(DATA5), .DATA2());
Clk12_5K clk12_5k(.CLK(CLK), .CLK12_5K(CLK12_5K));
endmodule
File: flow/config.mk
export PLATFORM = sky130hd
export DESIGN_NAME = PmodAD1GGWP
export DESIGN_NICKNAME = PmodAD1GGWP
export VERILOG_FILES = /design/flow/design.v
export SDC_FILE = /design/flow/constraint.sdc
export NUM_CORES = 4
export LEC_CHECK = 1
export CORE_AREA = 10 10 108 108
export DIE_AREA = 0 0 118 118
==> ci_impl_report.md <==
### Flow metrics

| Metric | Value |
|---|---|
| Finished Layout Cells | 250 |
| Net Sw Frac | 18.0% |
| EDFF count, synth | 4 |
| Cell Area, Synth | 1160 sq um |
| Pwr/cell area | between 200 and 250 nW/um^2 |
| Post-synth top cells | dfxtp_1, o21ai_0 |
| Clock Power Share | 46.5% |
| Post-layout period usage | 64.1% |
| Synthesized area per cell | slightly above 10 sq um |
| I/O Buffers | 6 |
| Num CTS Buffers | 3 |
| Worst min path class | reg -> reg |
| #FFs+latches synth | 28 |
| Maximum fanout along the worst path | 19 |
| Util after Layout | 14.9% |
| Fraction of layout cells with a size suffix above 1 | a little under 6% |
| Top FF cell, synth | dfxtp_1 |
| Leak | 0.538 nW |
| Crit path from | clk12_5k.CLK12_5K$_DFFE_PN_ |
| Setup WS post-layout | around 1200 ps |
| Reg2reg start | clk12_5k.count[0]$_SDFF_PN0_ |
| MaxCap Viol Count | 0 |
| # hold bufs at CTS | 0 |
| DR DRC count | 0 |
| Boundary Pins | 22 |
| Latest clock arrival within the worst-skew pair | about 240 ps |
| Largest net degree at the start of global routing | 20 |
| Highest routed metal layer | met3 |
| WL met1 | around 930 um |
| WL met3 | 108 um |
| Number of setup violations in the final report | 0 |
| Gr usage total | 2.39% |
| TNS Setup | 0 ps |
| Synth unique cells | 26 |
| Pins Over Slew Limit | 0 |
| Critical path depth in cells | 1 |
| Remaining Overflow, GRT | 0 |
| Asr flop ratio synth | 0% |
| Die Ht | 118 um |
| Clock slew at reported path FFs | 50 ps |
| Final Hold Violating Endpoints | 0 |
| Worst Hold Launch | clk12_5k.count[11]$_SDFF_PN0_ |
| CP Cell Sequence | clkdlybuf4s50_1 |
| Post-route cell area | ~1400 sq um |
| Comb pwr share | 0.1% |
| Peak VDD IR | 0.114 mV |
| Number of vias per cell | between 3 and 4 |
| Cell row count | 35 |
| CTS tree | yes |
| Pre-CTS setup slack | 1410 ps |
| R2R Path End | clk12_5k.count[10]$_SDFF_PN0_ |
| Core Area | 9280 sq um |
| Tool warnings | 35 |
| Clk root buf | clkbuf_8 |
| Int Power | 0.244 mW |
| Worst r2r path cells | 4 |
| Number of routed nets with antenna violations | 0 |
| WP buf/inv | 1 |
| Crit end category | output pin |
| Number of global-route vias before repair | 672 |
| Drt pass-1 iters | 4 |
| Bufs on Longest Clock Path | 2 |
| Worst path required time | 2640 ps |
| Yosys Instances | 115 |
| Skew final | 3.19 ps |
| Full die area | 13900 sq um |
| Via count | 754 |
| CP max stage delay | between 600 and 700 ps |
| Setup crit end | CLK12_5K3 |
| Critical path arrival | 1460 ps |
| Hold slack | 490 ps |
| Wire length per cell | 6.64 um |
| RSZ-0062 raised after global routing | false |
| Register pins left without a clock | 15 |
| Init Core Util | 12.5% |
| # diodes | 0 |
| Area grow syn2layout | 19.1% |
| Fillers | roughly 1100 |
| Met2 wire len | approximately 620 um |
| Final worst path period need | 2120 ps |
| Post-CTS Resized | 0 |
| First-pass GRT wire length | 2970 um |
| Dominant cell by count in the synthesized netlist | dfxtp_1 |
| Number of unconstrained endpoints | 21 |
| Dpl cells | 246 |
| Worst R2R Setup Slack | 1700 ps |
| Die width | 118 um |
| Sw Pwr | 0.0537 mW |
| Chip area in the Yosys report | between 1000 and 1500 sq um |
| Synth area leaders | dfxtp_1, edfxtp_1, buf_4, xor2_1, ha_1 |
| CP max stage cell | edfxtp_1 |
| WL final | 1660 um |
| Post-synth seq share | 51.8% |
| Status | complete, no violations |
| Cells after synthesis | 115 |
| Top delay family on crit path | flip-flops |
| Post-synth top area cell | dfxtp_1 |
| Area after DPL | 1340 sq um |
| Number of synthesis warnings | 13 |
| Drt first-iter violations | 42 |
| Post-DP HPWL | between 1000 and 1500 um |
| Crit start category | flip-flop |
| Max-area cell share | around two fifths |
| Sequential share of power | 53.4% |
| Fmax | 473 MHz |
| H-Tree Depth | 1 |
| Initial antenna violation count | 0 |
| RePlAce Congestion | 0.754 |
| Crit Path Category | reg -> out |
| Post-CTS setup buffers | 0 |
| Power Total | 0.298 mW |
area by class of cell:
class	count	area [sq um]	area share, %
inverters	8	30.0	2.17
repair buffers	6	60.1	4.35
multi-input cells	75	484	35.1
clock buffers	4	45.0	3.26
flip-flops and latches	28	601	43.5
well taps	129	161	11.7
cells by family after synthesis:
group	count (synthesis)	synth area share [%]
simple gates	38	20.9
flops	28	51.8
compound gates	21	9.60
buf+inv	16	7.77
xor+xnor	7	5.29
fa+ha+maj	4	4.32
other cells	1	0.323
registers in the layout, indices dropped and copies added (netlist names):
register / count
clk12_5k.count: 12
mad1_1.count: 4
mad1_2.count: 4
mad1_3.count: 4
clk12_5k.CLK12_5K: 1
mad1_1.CS: 1
mad1_2.CS: 1
mad1_3.CS: 1
worst min path at each step:
| stage | endpoint | slack, ps | cells after the start |
|---|---|---|---|
| CTS | clk12_5k.count[11]$_SDFF_PN0_ | 490 | 2 |
| global route | clk12_5k.count[11]$_SDFF_PN0_ | 540 | 2 |
| finish | clk12_5k.count[11]$_SDFF_PN0_ | 490 | 2 |
layer usage:
metal | vias to the layer above | GRT usage, %
li1 | 404 | -
met1 | 338 | 3.32
met2 | 12 | 3.43
met3 | 0 | 1.17
met4 | 0 | 0.0773
met5 | - | 0
power groups by stage:
| stage | Combinational [mW] | Clock (mW) | Sequential (mW) |
|---|---|---|---|
| CTS | 0.000518 | 0.143 | 0.159 |
| global route | 0.000589 | 0.152 | 0.159 |
| finish | 0.000277 | 0.138 | 0.159 |
placed cells by master, fill, tap and decap left out, types with 2 or more instances in the layout:
cell type        count
nor2b_1              4
a21oi_1              8
o21ai_0             10
clkbuf_8             3
inv_1                8
xor2_1               6
nand4_2              2
o31ai_1              2
conb_1               5
or4_1                3
nand2_1              3
dfxtp_1             24
and3_1               3
ha_1                 4
nor2_1               6
or3_1                3
clkdlybuf4s50_1      6
nand3_1              8
edfxtp_1             4
Power and IR drop assume default switching activity.
